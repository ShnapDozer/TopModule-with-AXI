==> design/flow/design.v <==
module S00_AXI 
#(		
	  parameter integer AXI_DATA_WIDTH	= 32
	, parameter integer AXI_ADDR_WIDTH	= 10
	, parameter integer AXI_REGS_COUNT	= 20
)
(
	  AXI_ACLK
	, AXI_ARESETN
	, AXI_AWADDR
	, AXI_AWVALID
	, AXI_AWREADY
	, AXI_WDATA
	, AXI_WSTRB
	, AXI_WVALID
	, AXI_WREADY
	, AXI_BRESP
	, AXI_BVALID
	, AXI_BREADY
	, AXI_ARADDR
	, AXI_ARVALID
	, AXI_ARREADY
	, AXI_RDATA
	, AXI_RRESP
	, AXI_RVALID
	, AXI_RREADY
	, write_only_registers
	, read_only_registers
);
	localparam integer ADDR_LSB 				= (AXI_DATA_WIDTH/32) + 1;
	localparam integer OPT_MEM_ADDR_BITS 		= 4;
	typedef logic   [AXI_DATA_WIDTH - 1 : 0]    axi_data_t;
	typedef logic   [AXI_ADDR_WIDTH - 1 : 0]    axi_addr_t;
	typedef logic   [(AXI_DATA_WIDTH/8)-1 : 0]  axi_strb_t;
	typedef logic   [1 : 0]                     axi_resp_t;
	input		logic  			AXI_ACLK;
	input		logic  			AXI_ARESETN;
	input		axi_addr_t 		AXI_AWADDR;
	input		logic  			AXI_AWVALID;
	output		logic  			AXI_AWREADY;
	input		axi_data_t 		AXI_WDATA;
	input		axi_strb_t 		AXI_WSTRB;
	input		logic  			AXI_WVALID;
	output		logic  			AXI_WREADY;
	output		axi_resp_t 		AXI_BRESP;
	output		logic  			AXI_BVALID;
	input		logic  			AXI_BREADY;
	input		axi_addr_t 		AXI_ARADDR;
	input		logic  			AXI_ARVALID;
	output		logic  			AXI_ARREADY;
	output		axi_data_t 		AXI_RDATA;
	output		axi_resp_t 		AXI_RRESP;
	output		logic  			AXI_RVALID;
	input		logic  			AXI_RREADY;
	input 		axi_data_t		write_only_registers 	[AXI_REGS_COUNT - 1 : 0];
	output		axi_data_t 		read_only_registers		[AXI_REGS_COUNT - 1 : 0];
	axi_addr_t		axi_awaddr;
	logic  			axi_awready;
	logic  			axi_wready;
	axi_resp_t 		axi_bresp;
	logic  			axi_bvalid;
	axi_addr_t		axi_araddr;
	logic  			axi_arready;
	axi_data_t		axi_rdata;
	axi_resp_t 		axi_rresp;
	logic  			axi_rvalid;
	assign AXI_AWREADY		= axi_awready;
	assign AXI_WREADY		= axi_wready;
	assign AXI_BRESP		= axi_bresp;
	assign AXI_BVALID		= axi_bvalid;
	assign AXI_ARREADY		= axi_arready;
	assign AXI_RDATA		= axi_rdata;
	assign AXI_RRESP		= axi_rresp;
	assign AXI_RVALID		= axi_rvalid;
	axi_data_t allRegs [AXI_REGS_COUNT*2 - 1 : 0];
	assign allRegs = {write_only_registers, read_only_registers};
	logic	aw_en;
	always_ff @(posedge AXI_ACLK)
	begin
		if(AXI_ARESETN == 1'b0)
		begin
			axi_awready	 	<= 1'b0;
			aw_en 			<= 1'b1;
		end 
		else
		begin    
			if(~axi_awready && AXI_AWVALID && AXI_WVALID && aw_en)
			begin
				axi_awready 	<= 1'b1;
				aw_en 			<= 1'b0;
			end
			else if(AXI_BREADY && axi_bvalid)
			begin
				aw_en 			<= 1'b1;
				axi_awready	 	<= 1'b0;
			end
			else           
			begin
				axi_awready <= 1'b0;
			end
		end 
	end       
	always_ff @(posedge AXI_ACLK)
	begin
		if(AXI_ARESETN == 1'b0)
		begin
			axi_awaddr <= 0;
		end 
		else
		begin    
			if(~axi_awready && AXI_AWVALID && AXI_WVALID && aw_en)
			begin
				axi_awaddr <= AXI_AWADDR;
			end
		end 
	end       
	always_ff @(posedge AXI_ACLK)
	begin
		if(AXI_ARESETN == 1'b0)
		begin
			axi_wready <= 1'b0;
		end 
		else
		begin    
			if(~axi_wready && AXI_WVALID && AXI_AWVALID && aw_en)
			begin
				axi_wready <= 1'b1;
			end
			else
			begin
				axi_wready <= 1'b0;
			end
		end 
	end       
	logic	 		writeEnable;
	axi_addr_t		writeAddr;
	assign writeEnable 				= axi_wready && AXI_WVALID && axi_awready && AXI_AWVALID;
	assign writeAddr 				= axi_awaddr[ADDR_LSB+OPT_MEM_ADDR_BITS : ADDR_LSB];
	assign writeAddr_valid 			= axi_awaddr[ADDR_LSB+OPT_MEM_ADDR_BITS : ADDR_LSB] < AXI_REGS_COUNT;
	always_ff @(posedge AXI_ACLK)
	begin
		if(AXI_ARESETN == 1'b0)
		begin
			for (integer i = 0; i < AXI_REGS_COUNT; i = i + 1) read_only_registers[i] <= 0;
		end 
		else 
		begin
			if(writeEnable & writeAddr_valid)
			begin
				for (integer byte_index = 0; byte_index <= (AXI_DATA_WIDTH/8)-1; byte_index = byte_index+1)
				begin
					if(AXI_WSTRB[byte_index] == 1) 
					begin
						read_only_registers[writeAddr][(byte_index*8) +: 8] <= AXI_WDATA[(byte_index*8) +: 8];
					end 
				end
			end
		end
	end    
	always_ff @(posedge AXI_ACLK)
	begin
		if(AXI_ARESETN == 1'b0)
		begin
			axi_bvalid  <= 0;
			axi_bresp   <= 2'b0;
		end 
		else
		begin    
			if(axi_awready && AXI_AWVALID && ~axi_bvalid && axi_wready && AXI_WVALID)
			begin
				axi_bvalid <= 1'b1;
				axi_bresp  <= 2'b0; 	       
			end
			else
			begin
				if(AXI_BREADY && axi_bvalid) 
				begin
					axi_bvalid <= 1'b0; 
				end  
			end
		end
	end   
	always_ff @(posedge AXI_ACLK)
	begin
		if(AXI_ARESETN == 1'b0)
		begin
			axi_arready <= 1'b0;
			axi_araddr  <= 32'b0;
		end 
		else
		begin    
			if(~axi_arready && AXI_ARVALID)
			begin
				axi_arready <= 1'b1;
				axi_araddr  <= AXI_ARADDR;
			end
			else
			begin
				axi_arready <= 1'b0;
			end
		end 
	end       
	always_ff @(posedge AXI_ACLK)
	begin
		if(AXI_ARESETN == 1'b0)
		begin
			axi_rvalid <= 0;
			axi_rresp  <= 0;
		end 
		else
		begin    
			if(axi_arready && AXI_ARVALID && ~axi_rvalid)
			begin
				axi_rvalid <= 1'b1;
				axi_rresp  <= 2'b0; 
			end   
			else if(axi_rvalid && AXI_RREADY)
			begin
				axi_rvalid <= 1'b0;
			end                
		end
	end    
	logic							readEnable;
	logic [AXI_DATA_WIDTH - 1 : 0]	dataOut;
	logic [AXI_ADDR_WIDTH - 1 : 0] 	readAddr;
	assign readEnable 		= axi_arready & AXI_ARVALID & ~axi_rvalid;
	assign readAddr 		= axi_araddr[ADDR_LSB+OPT_MEM_ADDR_BITS:ADDR_LSB];
	assign readAddr_valid 	= axi_araddr[ADDR_LSB+OPT_MEM_ADDR_BITS:ADDR_LSB] < AXI_REGS_COUNT*2;
	always_comb 
	begin
		dataOut <= readAddr_valid ? allRegs[readAddr] : 0;
	end
	always_ff @(posedge AXI_ACLK)
	begin
		if(AXI_ARESETN == 1'b0)
		begin
			axi_rdata  <= 0;
		end 
		else
		begin    
			if(readEnable)
			begin
				axi_rdata <= dataOut;     	        
			end   
		end
	end    
endmodule
==> design/flow/run.sh <==
#!/bin/bash
# OpenROAD 26Q1-2900-gdf79404cd8, Yosys 0.63+post, stock flow scripts
make -C /OpenROAD-flow-scripts/flow DESIGN_CONFIG=/design/flow/config.mk WORK_HOME=/design/flow/orfs finish
==> design/flow/config.mk <==
export PLATFORM = sky130hd
export DESIGN_NAME = S00_AXI
export DESIGN_NICKNAME = S00_AXI
export VERILOG_FILES = /design/flow/design.v
export SDC_FILE = /design/flow/constraint.sdc
export NUM_CORES = 4
export LEC_CHECK = 1
export CORE_AREA = 10 10 529 529
export DIE_AREA = 0 0 539 539
export SYNTH_HDL_FRONTEND = slang
==> design/flow/constraint.sdc <==
current_design S00_AXI

set clk_period 14.9
set clk_io_pct 0.2

create_clock -name clk0 -period $clk_period [get_ports {AXI_ACLK}]

set non_clock_inputs [all_inputs -no_clocks]
set_input_delay [expr $clk_period * $clk_io_pct] -clock clk0 $non_clock_inputs
set_output_delay [expr $clk_period * $clk_io_pct] -clock clk0 [all_outputs]
==> reports/metrics.cfg <==
[outcome]
status = finished clean

[flow_run]
openroad.warnings = 303
maxCapViolCount = 0

[clock_network]
cts.clk_slew.worst_paths_ns = 0.06
cts_root_buffer = clkbuf_16
ctsHoldBuffers = 0
htree_levels = 3
cts_tree = done
cts_max_path_buffers = 3
cts_setup_buffers = 0
cts_resized = 0
numCtsBuffers = 85
clock_latency_ns = 0.72
cts.sinks = 688

[pwr]
clkPwrFrac_pct = 45.9
power_density_nw_per_um2 = 86.6
leakage_nw = 16.3
switching_share_pct = 27.8
switchingPower_mw = 1.28
ir_drop_mv = 0.0931
pwr-share-seq_pct = 40.4
combPwrFrac_pct = 13.7
p_int_mw = 3.32

[finish]
nFillCells = 29200
mostFrequentLayoutCell = clkdlybuf4s50_1
final_layout_top_logic_cells = clkdlybuf4s50_1 (1112), dfxtp_1 (687), nand2_1 (609)
area_delta_synth_final_pct = 51.0
layout-drive-gt1-share_pct = 6.58
fin_cells = 8747

[grt]
grt-ovfl-total = 0
grt_pass1_wl_mm = 325
grt_pass1_vias = 36500
track_usage_pct = 16.3
grt_max_degree = 160
antenna_found_initial = 75

[sta]
finalHoldViolCount = 0
max_slew_margin_pct = 36.6
tightest_slew_ns = 0.943
setup_viol_count_final = 0
fin_crit_ns = 6.00
fin_setup_tns_ns = 0
rsz0062_at_grt = false
finalCritPeriodShare_pct = 40.3
clock-skew-final_ns = 0.0420
fmax_mhz = 167
finalMaxSlewViolations = 0

[floorplan]
row_count = 190
io_pins = 1384
die_area_um2 = 291000
core_util_floorplan_pct = 13.1
die_y_um = 539
core-area_um2 = 268000
fp.dieW_um = 539

[synthesis]
ys_types = 35
syn_area_per_cell_um2 = 8.49
ys_cells = 4143
syn_inst = 4143
yosys_warnings = 0
syn_area_um2 = 35200
ys_ff = 688
yosys_area_um2 = 35200
postSynthSeqShare_pct = 39.2

[detailed_routing]
dr.pass1.iters = 6
wl_per_cell_um = 28.1
via_count = 37400
post-route-drc-count = 0
drt_iter0_drc = 3544
ant_nets = 0
totalWireLength_mm = 246
routed_via_density = 4.27

[placement]
dp_hpwl_mm = 195
port_buffers = 1113
dp.cells = 8555
gp_congestion = 0.973

[min_path]
worstHoldPathType = flip-flop to flip-flop

[critical_path]
start_kind = input port
cp-end-kind = flip-flop
worstPathMaxFanout = 77
critPathRequiredTime_ns = 15.52
crit_type = input port to flip-flop
critPathArrivalTime_ns = 6.62

routing by layer:
layer	GRT usage, %	vias up	part of all wire [%]
met3	4.80	468	8.1
li1	-	16800	-
met4	7.65	16	5.9
met2	29.4	1977	51
met5	0	-	0.047
met1	17.4	18100	35
synth_stat cells (all sizes together):
library cell	n	area share, %
nor2	80	0.95
dfxtp	688	39
buf	85	1.8
and3b	1	0.025
nor2b	49	0.87
nand3	8	0.17
or2	1	0.018
a22oi	256	5.5
conb	1	0.011
nand2b	8	0.14
nand4b	1	0.025
clkbuf	331	3.6
nor3	2	0.028
o21ai	642	9.1
and2	3	0.053
o21a	1	0.021
and4	2	0.050
nand3b	1	0.021
a21boi	609	13
mux2i	554	16
nand4	1	0.018
a21oi	161	2.3
nor3b	3	0.064
or4	32	0.68
nand2	623	6.6
cells by family after synthesis:
family                 Yosys count  share of synthesized area, %
muxes                          554                          15.8
AOI/OAI and AO/OA             1669                          29.9
buffers and inverters          416                          5.39
DFF                            688                          39.2
and+or+nand+nor                815                          9.76
other                            1                        0.0107
path summary, 6_finish.rpt:
| path | to | slack (ns) | cells past startpoint | start |
|---|---|---|---|---|
| hold / removal | AXI_WREADY | 0.45 | 1 | AXI_WREADY |
| hold reg to reg | AXI_WREADY | 0.45 | 1 | AXI_WREADY |
| setup reg to reg | AXI_RDATA[6] | 9.28 | 9 | axi_araddr[2] |
| setup / recovery | read_only_registers[24] | 8.90 | 8 | AXI_AWVALID |
flip-flops by register name (all words and copies together) (netlist names):
register,cells
AXI_ARREADY,1
read_only_registers,640
aw_en,1
axi_araddr,5
AXI_RDATA,32
axi_awaddr,5
AXI_WREADY,1
AXI_BVALID,1
AXI_RVALID,1
AXI_AWREADY,1
per-stage QoR:
step	power [mW]	hold WS [ns]	instance area, um2	setup slack [ns]	utilization [%]
floorplan	2.16	0.389	35200	10.47	-
global placement	2.54	0.423	50200	8.32	18.7
detailed placement	2.54	0.445	50200	8.28	18.7
CTS	4.66	0.452	53000	9.06	19.8
global route	4.74	0.472	53100	8.84	19.8
finish	4.60	0.453	53100	8.90	19.8
layout make-up:
| cell class | count | area [um2] | share of cell area (%) |
|---|---|---|---|
| multi-input cells | 3042 | 19600 | 37.0 |
| flip-flops and latches | 688 | 13800 | 25.9 |
| repair buffers | 1273 | 12400 | 23.3 |
| well taps | 3552 | 4440 | 8.37 |
| clock buffers | 121 | 2470 | 4.66 |
| clock inverters | 28 | 297 | 0.558 |
| diodes | 43 | 108 | 0.203 |
power by group through the flow:
stage	Clock [mW]	Combinational, mW	Sequential [mW]
6_report	2.11	0.629	1.86
4_1_cts	2.16	0.649	1.86
5_1_grt	2.22	0.661	1.86
worst max-delay path, stage by stage:
cell,delay (ns)
clkdlybuf4s50_1,0.48
and4_1,0.49
nand3_4,0.59
buf_4,0.53
buf_4,0.41
nor2_1,0.70
nand2_1,0.14
a21boi_1,0.16
No activity file was given, so power comes from the tool's default toggle rates.
